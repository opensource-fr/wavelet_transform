**design/flow/config.mk**
```make
export PLATFORM = sky130hd
export DESIGN_NAME = wavelet_transform
export DESIGN_NICKNAME = wavelet_transform
export VERILOG_FILES = /design/flow/design.v
export SDC_FILE = /design/flow/constraint.sdc
export NUM_CORES = 4
export LEC_CHECK = 1
export CORE_UTILIZATION = 30
```
**design/flow/constraint.sdc**
```tcl
current_design wavelet_transform

set clk_period 47.2
set clk_io_pct 0.2

create_clock -name clk0 -period $clk_period [get_ports {clk}]

set non_clock_inputs [all_inputs -no_clocks]
set_input_delay [expr $clk_period * $clk_io_pct] -clock clk0 $non_clock_inputs
set_output_delay [expr $clk_period * $clk_io_pct] -clock clk0 [all_outputs]
```
**design/flow/design.v**
```verilog
`default_nettype none
module fir #(
    parameter BITS_PER_ELEM = 8,
    parameter SUM_TRUNCATION = 8,
    parameter NUM_ELEM = 7,
    parameter FILTER_VAL = 0,
    parameter MAX_BITS = $clog2({BITS_PER_ELEM{1'b1}}*{BITS_PER_ELEM{1'b1}}*NUM_ELEM)
) (
    input wire clk,
    input wire rst,
    input wire i_start_calc,
    input wire [NUM_ELEM * BITS_PER_ELEM - 1:0] taps,
    output wire signed [SUM_TRUNCATION - 1:0] o_wavelet
);
  reg [NUM_ELEM * BITS_PER_ELEM - 1:0] filter;
  reg signed [MAX_BITS - 1:0] sum;
  reg signed [MAX_BITS - 1:0] working_sum;
  initial begin
    filter = FILTER_VAL;
    sum = 0;
    working_sum = 0;
  end
  assign o_wavelet = sum[(MAX_BITS - 1): (MAX_BITS) - SUM_TRUNCATION];  
  reg [$clog2(NUM_ELEM) + 1:0] i;
  always @(posedge clk) begin
    if (rst) begin
      filter <= FILTER_VAL;
      sum <= 0;
      working_sum <= 0;
    end else begin
      if (i_start_calc) begin
        working_sum = 0;
        for (i = 0; i < NUM_ELEM; i = i + 1) begin
          working_sum = working_sum + $signed(filter[BITS_PER_ELEM*i+:BITS_PER_ELEM]) * $signed(taps[BITS_PER_ELEM*i+:BITS_PER_ELEM]);
        end
        sum <= working_sum;
      end
      else begin
        sum <= sum;
      end
    end
  end
endmodule
`default_nettype none
module output_multiplexer #(
    parameter NUM_FILTERS = 8,
    parameter SUM_TRUNCATION = 8
) (
    input wire clk,
    input wire rst,
    input wire [(NUM_FILTERS*SUM_TRUNCATION - 1):0] i_truncated_wavelet_out,
    input wire [7:0] i_select_output_channel,
    output wire [SUM_TRUNCATION - 1:0] o_multiplexed_wavelet_out
);
  reg [7:0] multiplexer_out;
  assign o_multiplexed_wavelet_out = multiplexer_out;
  initial begin
    multiplexer_out = 8'b0;
  end
  always @(posedge clk) begin
    if (rst) begin
      multiplexer_out <= 8'b0;
    end else begin
        case (i_select_output_channel)
          0: multiplexer_out <= i_truncated_wavelet_out[0*(SUM_TRUNCATION) +:SUM_TRUNCATION];
          1: multiplexer_out <= i_truncated_wavelet_out[1*(SUM_TRUNCATION) +:SUM_TRUNCATION];
          2: multiplexer_out <= i_truncated_wavelet_out[2*(SUM_TRUNCATION) +:SUM_TRUNCATION];
          3: multiplexer_out <= i_truncated_wavelet_out[3*(SUM_TRUNCATION) +:SUM_TRUNCATION];
          4: multiplexer_out <= i_truncated_wavelet_out[4*(SUM_TRUNCATION) +:SUM_TRUNCATION];
          5: multiplexer_out <= i_truncated_wavelet_out[5*(SUM_TRUNCATION) +:SUM_TRUNCATION];
          6: multiplexer_out <= i_truncated_wavelet_out[6*(SUM_TRUNCATION) +:SUM_TRUNCATION];
          default: multiplexer_out <= i_truncated_wavelet_out[0+:SUM_TRUNCATION];
        endcase
    end
  end
endmodule
`default_nettype none
module shift_register_line #(
    parameter TOTAL_TAPS = 9,
    parameter BITS_PER_TAP = 8,
    parameter TOTAL_BITS = 9 * 8
) (
    input wire clk,
    input wire rst,
    input wire signed [BITS_PER_TAP - 1:0] i_value,
    input wire i_data_clk,
    output wire o_start_calc,
    output reg [TOTAL_BITS - 1:0] o_taps
);
  reg stb;
  reg start_calc;
  reg data_clk_previous;  
  reg data_clk_two_previous;  
  initial begin
    o_taps = 0;
    stb = 0;
    start_calc = 0;
    data_clk_previous = 0;
    data_clk_two_previous = 0;
  end
  always @(posedge clk) begin
    if (rst) begin
      o_taps <= 0;
      stb <= 0;
      start_calc <= 0;
      data_clk_previous <= 0;
      data_clk_two_previous <= 0;
    end else begin
      o_taps <= o_taps;
      start_calc <= 0;
      if (i_data_clk & ~data_clk_previous & ~data_clk_two_previous) begin  
        o_taps <= {o_taps[((TOTAL_BITS-1)-BITS_PER_TAP):0], i_value};
        start_calc <= 1;
      end
      data_clk_previous <= i_data_clk;
      data_clk_two_previous <= data_clk_previous;
    end
  end
  assign o_start_calc = start_calc;
endmodule
`default_nettype none
`timescale 1ns/1ns
module wavelet_transform #(
    parameter BITS_PER_ELEM = 8,
    parameter TOTAL_FILTERS = 7,
    parameter SUM_TRUNCATION = 8
) (
    input wire clk,
    input wire rst,
    input wire signed [BITS_PER_ELEM - 1:0] i_value,
    input wire i_data_clk,
    input wire [7:0] i_select_output_channel,
    output wire [SUM_TRUNCATION - 1:0] o_multiplexed_wavelet_out,
    output wire o_active,
    output [8:0] io_oeb
);
  wire [(TOTAL_FILTERS*SUM_TRUNCATION - 1):0] truncated_wavelet_out;
  assign io_oeb = 9'b0_0000_0000;
  wire start_calc;
  parameter BASE_FREQ = 1;
  parameter BASE_NUM_ELEM = 3;
  parameter NUM_FILTERS = TOTAL_FILTERS;
  parameter TOTAL_TAPS = 658;  
  parameter BITS_PER_TAP = BITS_PER_ELEM;
  parameter TOTAL_BITS = BITS_PER_TAP * TOTAL_TAPS;
  wire [TOTAL_BITS - 1:0] taps;
  reg active;
  assign o_active = active;
  always @(posedge clk) begin
    if (rst) begin
      active <= 1'b0;
    end else begin
      active <= 1'b1;
    end
  end
  output_multiplexer #(
      .NUM_FILTERS(NUM_FILTERS),
      .SUM_TRUNCATION(SUM_TRUNCATION)
  ) om_1 (
      .clk(clk),
      .rst(rst),
      .i_truncated_wavelet_out(truncated_wavelet_out),
      .i_select_output_channel(i_select_output_channel),
      .o_multiplexed_wavelet_out(o_multiplexed_wavelet_out)
  );
  shift_register_line #(
      .TOTAL_TAPS(TOTAL_TAPS),
      .BITS_PER_TAP(BITS_PER_ELEM),
      .TOTAL_BITS(TOTAL_BITS)
  ) srl_1 (
      .clk  (clk),
      .rst(rst),
      .i_value(i_value),
      .i_data_clk (i_data_clk),
      .o_start_calc (start_calc),
      .o_taps (taps[TOTAL_BITS-1:0])
    );
    fir #(
      .BITS_PER_ELEM(BITS_PER_ELEM),
      .SUM_TRUNCATION(SUM_TRUNCATION),
      .NUM_ELEM(3),
      .FILTER_VAL(24'hC77FC7),
      .MAX_BITS(16)
    ) fir_0 (
      .clk(clk),
      .rst(rst),
      .taps (taps[(BITS_PER_ELEM*3) - 1:0]),
      .o_wavelet(truncated_wavelet_out[7:0]),
      .i_start_calc(start_calc)
    );
    fir #(
      .BITS_PER_ELEM(BITS_PER_ELEM),
      .SUM_TRUNCATION(SUM_TRUNCATION),
      .NUM_ELEM(5),
      .FILTER_VAL(40'hE4DD7FDDE4),
      .MAX_BITS(16)
    ) fir_1 (
      .clk(clk),
      .rst(rst),
      .taps (taps[(BITS_PER_ELEM*5) - 1:0]),
      .o_wavelet(truncated_wavelet_out[15:8]),
      .i_start_calc(start_calc)
    );
    fir #(
      .BITS_PER_ELEM(BITS_PER_ELEM),
      .SUM_TRUNCATION(SUM_TRUNCATION),
      .NUM_ELEM(9),
      .FILTER_VAL(72'hF9DFC81F7F1FC8DFF9),
      .MAX_BITS(17)
    ) fir_2 (
      .clk(clk),
      .rst(rst),
      .taps (taps[(BITS_PER_ELEM*9) - 1:0]),
      .o_wavelet(truncated_wavelet_out[23:16]),
      .i_start_calc(start_calc)
    );
    fir #(
      .BITS_PER_ELEM(BITS_PER_ELEM),
      .SUM_TRUNCATION(SUM_TRUNCATION),
      .NUM_ELEM(15),
      .FILTER_VAL(120'hFEF7E7CFC9F9507F50F9C9CFE7F7FE),
      .MAX_BITS(18)
    ) fir_3 (
      .clk(clk),
      .rst(rst),
      .taps (taps[(BITS_PER_ELEM*15) - 1:0]),
      .o_wavelet(truncated_wavelet_out[31:24]),
      .i_start_calc(start_calc)
    );
    fir #(
      .BITS_PER_ELEM(BITS_PER_ELEM),
      .SUM_TRUNCATION(SUM_TRUNCATION),
      .NUM_ELEM(27),
      .FILTER_VAL(216'h00FEFBF6EDE0D2C8CBE10C416D7F6D410CE1CBC8D2E0EDF6FBFE00),
      .MAX_BITS(18)
    ) fir_4 (
      .clk(clk),
      .rst(rst),
      .taps (taps[(BITS_PER_ELEM*27) - 1:0]),
      .o_wavelet(truncated_wavelet_out[39:32]),
      .i_start_calc(start_calc)
    );
    fir #(
      .BITS_PER_ELEM(BITS_PER_ELEM),
      .SUM_TRUNCATION(SUM_TRUNCATION),
      .NUM_ELEM(47),
      .FILTER_VAL(376'h0000fefdfcfaf6f2ebe4dcd3ccc7c8cfddf30e2e4d67787f78674d2e0ef3ddcfc8c7ccd3dce4ebf2f6fafcfdfe0000),
      .MAX_BITS(19)
    ) fir_5 (
      .clk(clk),
      .rst(rst),
      .taps (taps[(BITS_PER_ELEM*47) - 1:0]),
      .o_wavelet(truncated_wavelet_out[47:40]),
      .i_start_calc(start_calc)
    );
    fir #(
      .BITS_PER_ELEM(BITS_PER_ELEM),
      .SUM_TRUNCATION(SUM_TRUNCATION),
      .NUM_ELEM(81),
      .FILTER_VAL(648'h00000000fefefdfdfcfaf9f7f4f1eeeae5e0dbd6d2cdcac7c7c8ccd2dbe7f505172a3c4e5e6c767c7f7c766c5e4e3c2a1705f5e7dbd2ccc8c7c7cacdd2d6dbe0e5eaeef1f4f7f9fafcfdfdfefe00000000),
      .MAX_BITS(20)
    ) fir_6 (
      .clk(clk),
      .rst(rst),
      .taps (taps[(BITS_PER_ELEM*81) - 1:0]),
      .o_wavelet(truncated_wavelet_out[55:48]),
      .i_start_calc(start_calc)
    );
endmodule
```
**design/flow/run.sh**
```bash
#!/bin/bash
# OpenROAD 26Q1-2900-gdf79404cd8, Yosys 0.63+post, stock flow scripts
make -C /OpenROAD-flow-scripts/flow DESIGN_CONFIG=/design/flow/config.mk WORK_HOME=/design/flow/orfs finish
```
==> reports/metrics.cfg <==
[grt]
grt_start_max_net_pins = 122
via_count_of_the_first_global_routing_pass = 150446
number_of_antenna_violations_at_the_first_check_in_global_routing = 22
grt-ovfl-total = 0
grt_util_all_layers = 0.206
grt_pass1_wl_microns = 1010000

[floorplan]
core_box_area_sq_um = 694000
die_width_microns = 836
std_cell_rows = 306
design.portCount = 37
die-height_microns = 836
chip_area_sq_um = 700000
core_util_floorplan = 0.301

[final_timing]
maxClockFrequency_mhz = 78.7
final_hold_viol_count = 0
period_minus_slack_ps = 12700
setup_tns_ps = 0
period_used_share = 0.269
rsz0062_at_grt = no
relSlewSlack = 0.0799
final_report_setup_violation_count = 0
skew_ps = 115
final_hold_slack_ps = 462
final_count_of_pins_violating_max_slew = 0
slew_at_the_pin_with_the_worst_max_slew_slack_ps = 1370

[cts]
clock_tree.htree_level_count = 3
register_clock_pin_slew_on_the_reported_worst_setup_and_hold_paths_ps = 70
clock_insertion_delay_worst_skew_ps = 930
cts_post_setup_buffers_inserted = 0
cts-resized-gates = 0
cts_tree = done
cts_hold_repair.buffers = 0
cts_root_buf = sky130_fd_sc_hd__clkbuf_16
number_of_clock_buffers_inserted_by_tritoncts = 103
clock-sinks = 684
clk_path_buf_depth = 4

[power]
peakVddDrop_v = 0.0000820
leakage_nw = 117
power.density_nw_per_um2 = 11.1

[synth]
most_common_cell = sky130_fd_sc_hd__inv_1
mux_area_frac = 0.00450
yosys.cell_types.count = 74
synth-async-reset-ratio = 0
yosys_warnings = 10
simple_gate_share = 0.0503
ys_area_sq_um = 209000
top_cells_by_count = sky130_fd_sc_hd__inv_1, sky130_fd_sc_hd__ha_1, sky130_fd_sc_hd__fa_1
logic_family = adder cells
post_synth_tally_of_flip_flops_with_integrated_enable = 0
synth-xor-area-share = 0.0722
yosysTopAreaCellShare = 0.371
yosys-top-cells-area = sky130_fd_sc_hd__fa_1, sky130_fd_sc_hd__ha_1, sky130_fd_sc_hd__inv_1
ys_cells = 22026
synth.avg_cell_area_sq_um = 9.48
syn-instance-count = 22026
synth_compound_gate_area_share = 0.0742
postSynthSeqShare = 0.0656
post-synth-top-area-cell = sky130_fd_sc_hd__fa_1
synth.ff_latch_count = 684
most_used_flip_flop_cell = sky130_fd_sc_hd__dfxtp_1
area_of_the_mapped_netlist_sq_um = 209000
synth-adder-area-share = 0.617

[placed_design]
gp_congestion = 1.08
placed_cells_incl_taps = 31256
dp.final_hpwl_microns = 609000
numPortBuffers = 27

[outcome]
outcome = completed

[detailed_routing]
drc = 0
vias_per_cell = 4.49
drt_pass1_iterations = 8
antenna_violating_nets_post_route = 0
drt_iter0_drc = 6615
routedWlPerCell_microns = 21.6
vias = 141057
route.final.wire_length_microns = 678000

[worst_setup_path]
critical_path_class = flop to flop
crit_path_end_kind = flop
required_ps = 48010
crit_path_top_delay_cell = sky130_fd_sc_hd__dfxtp_1
timing.critical_path.from_type = flop
max_stage_delay_ps = 580
critical_path_arrival_ps = 13510
crit_top_cell = sky130_fd_sc_hd__fa_1
path_max_fanout = 9

[run]
timing.max_cap.violations = 0
warnings = 553

[layout]
utilization = 0.324
drive_gt1_frac = 0.0218
fillerInstances = 70580
comb_area_sq_um = 171000
layout.area.seq_sq_um = 13700
area_delta_synth_final_pct = 7.78
layout.cells.non_filler = 31449

[hold_path]
worst_hold_path_type = flop to flop

-- flip-flops by register name, summed over array words and instances, names as in the netlist --
signal	count
srl_1.data_clk_previous	1
fir_3.sum	8
om_1.multiplexer_out	8
fir_6.sum	8
active	1
srl_1.data_clk_two_previous	1
fir_0.sum	8
fir_4.sum	8
fir_5.sum	8
srl_1.o_taps	616
srl_1.start_calc	1
fir_2.sum	8
fir_1.sum	8
-- cell families (layout without fill, tap and decap cells) --
kind of cell	Yosys count	in the layout
mux	89	89
other cells	1	16
simple gates	2483	2483
flops	684	684
xor+xnor	1704	1704
buf+inv	6455	6623
compound gates	2634	2634
fa+ha+maj	7976	7976
-- routing by layer --
metal  wire (microns)  track usage  vias up  part of all wire
met4            36300       0.0802       34             0.054
met3            84200        0.108      956              0.12
met1           262000        0.260    69000              0.39
li1                 -            -    67217                 -
met2           295000        0.305     3850              0.43
met5              713      0.00589        -            0.0011
-- critical path, delay by kind of cell (launching register included) --
kind,cells,cell delay [ps]
AND-OR/OR-AND,9,2290
XOR/XNOR,2,710
adder cells (fa/ha/maj),16,7620
buffers and inverters,12,1110
flip-flops,1,580
multiplexers,1,150
AND/OR/NAND/NOR,2,140
-- power breakdown --
part	internal, mW	leakage, nW	switching, mW	total (mW)
Combinational	0.377	110	0.623	1.00
Sequential	0.589	5.51	0.0122	0.601
Clock	0.523	1.76	0.366	0.889
Total	1.49	117	1.00	2.49
-- worst paths after layout --
| check | from | endpoint | slack (ps) | depth (start not counted) |
|---|---|---|---|---|
| worst min register to register | srl_1.data_clk_previous | srl_1.data_clk_two_previous | 460 | 1 |
| worst min-delay path | srl_1.data_clk_previous | srl_1.data_clk_two_previous | 460 | 1 |
| worst max-delay path | srl_1.o_taps[148] | fir_6.sum[19] | 34500 | 42 |
| worst max register to register | srl_1.o_taps[148] | fir_6.sum[19] | 34500 | 42 |
-- metrics by stage --
stage               setup WS (ps)  instance area [sq um]  power [mW]
global placement            33730                 221000        1.61
finish                      34500                 225000        2.49
global route                33710                 225000        2.63
CTS                         34360                 225000        2.52
floorplan                   35840                 209000        1.22
detailed placement          33690                 221000        1.61
-- placed cells by master (no fill, tap or decap), drive strengths merged, types with 294 or more instances in the layout --
cell type,n
a21oi,1395
inv,6190
nor2,417
nand2,1545
ha,4099
xnor2,1269
o21bai,294
fa,3876
xor2,424
dfxtp,684
o21ai,339
a21o,302
-- cell type report --
cell class	count	share of cell area
clock buffer	126	0.0125
sequential	684	0.0608
tap	9240	0.0514
timing repair buffer	249	0.00874
inverter	6188	0.103
multi-input combinational	14895	0.760
antenna	7	0.0000778
clock inverter	60	0.00376
Power figures rest on the tool's default switching activity, not on a simulated workload.
